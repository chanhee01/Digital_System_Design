[flow/design.v]
`timescale 1ns / 1ps
module MaxMin_Finder(WriteReg, WriteEn, WriteData, Max, Min, start, clk, rst, valid);
input [2:0] WriteReg;
input [15:0] WriteData;
input WriteEn, clk, rst;
output reg[15:0] Max, Min;
reg[15:0] reg_file[0:7];
reg[3:0] count;
output reg start;
output reg valid;
integer i;
always @(posedge clk or negedge rst) begin
    if(!rst) begin
        count <= 0;
        Max <= 0;
        Min <= 0;
        start <= 0;
    end
    else begin
        if(WriteEn) begin
            reg_file[WriteReg+count] <= WriteData + count;
            count <= count + 1;
        end
    if(count == 8) begin
        start <= 1;
        valid <= 1;
        end
    else valid <= 0;
    end
end
always @(posedge clk) begin
    if(start) begin
        for(i = 0; i < 4; i = i +1) begin
            Max <= reg_file[2*i];
            Min <= reg_file[2*i+1];
            if(Max<reg_file[2*i]) Max <= reg_file[2*i];
            else if (Max<reg_file[2*i+1]) Max <= reg_file[2*i+1];
            else Max <= Max;
        end
        for(i = 0; i < 4; i = i +1) begin
            if(Min>reg_file[2*i]) Min <= reg_file[2*i];
            else if (Min>reg_file[2*i+1]) Min <= reg_file[2*i+1];
            else Min <= Min;
        end
    end
end       
endmodule
[flow/run.sh]
#!/bin/bash
# OpenROAD 26Q1-2900-gdf79404cd8, Yosys 0.63+post, stock flow scripts
make -C /OpenROAD-flow-scripts/flow DESIGN_CONFIG=/design/flow/config.mk WORK_HOME=/design/flow/orfs finish
[flow/config.mk]
export PLATFORM = sky130hd
export DESIGN_NAME = MaxMin_Finder
export DESIGN_NICKNAME = MaxMin_Finder
export VERILOG_FILES = /design/flow/design.v
export SDC_FILE = /design/flow/constraint.sdc
export NUM_CORES = 4
export LEC_CHECK = 1
export CORE_AREA = 10 10 70 70
export DIE_AREA = 0 0 80 80
[flow/constraint.sdc]
current_design MaxMin_Finder

set clk_period 1.9
set clk_io_pct 0.2

create_clock -name clk0 -period $clk_period [get_ports {clk}]

set non_clock_inputs [all_inputs -no_clocks]
set_input_delay [expr $clk_period * $clk_io_pct] -clock clk0 $non_clock_inputs
set_output_delay [expr $clk_period * $clk_io_pct] -clock clk0 [all_outputs]
==> out/qor.tcl <==
set qor(status) {finished clean}
set qor(via_count) 242
set qor(h-tree-depth) 1
set qor(cp_cell_sequence) {clkdlybuf4s50_1}
set qor(core_util_floorplan) 0.144
set qor(clk_pin_slew_worst_paths_ns) 0.05
set qor(die_w_um) 80
set qor(mappedNetlistArea_um2) 492
set qor(die_height_um) 80
set qor(grt_antenna_before_repair) 0
set qor(timing.final.hold_violations) 0
set qor(leakage_nw) 0.247
set qor(synth_warnings) 66
set qor(worst_path_largest_cell_delay_ns) 0.46
set qor(grt_max_degree) 7
set qor(grt-ovfl-total) 0
set qor(cts_max_path_buffers) 2
set qor(vias_per_cell) 2.28
set qor(routedWlPerCell_um) 7.53
set qor(cts-buffers-inserted) 3
set qor(crit_path_start_kind) {flop}
set qor(rows) 21
set qor(finalSetupViolCount) 0
set qor(insertedDiodeCount) 0
set qor(drt_first_iter_violations) 4
set qor(fin_skew_ns) 0.00843
set qor(layout-drive-gt1-share) 0.0500
set qor(rsz_0062_raised_after_global_routing) {no}
set qor(worstPathArrival_ns) 1.04
set qor(syn_inst) 53
set qor(ioPinCount) 56
set qor(top_achievable_clock_speed_mhz) 702
set qor(tritoncts) {yes}
set qor(routed_wire_length_um) 798
set qor(ys_seq_frac) 0.316
set qor(max_cap_violations) 0
set qor(min_period_ns) 1.42
set qor(critical_path_buf_inv_count) 1
set qor(drtPass1Iterations) 2
set qor(global_route.usage.total) 0.0216
set qor(setup_tns_ns) 0
set qor(core_area_um2) 3420
set qor(slowest_stage) {clkdlybuf4s50_1}
set qor(cts-root-buf) {clkbuf_4}
set qor(buffer_ports.inserted) 4
set qor(worstSetupPathType) {flop to output pin}
set qor(first_pass_grt_wire_length_mm) 1.11
set qor(post-route-drc-count) 0
set qor(routabilityCongestion) 0.679
set qor(worstSetupEndpointType) {output pin}
set qor(ctsHoldBuffers) 0
set qor(totalPowerFinal_uw) 502
set qor(worst_skew_pair.late_latency_ns) 0.25
set qor(grt_pass1_vias) 277
set qor(critical_path_peak_fanout) 2
set qor(postCtsSetupBuffers) 0
set qor(yosys.stat.chipArea_um2) 492
set qor(warning_count) 45
set qor(critical_path.top_delay_family) {buffers and inverters}
set qor(chip_area_um2) 6400
set qor(worst-endpoint-required_ns) 1.52
set qor(areaGrowthSynthToFinish_pct) 0
set qor(post_synth.cell_area_avg_um2) 9.28
set qor(worst_ir_drop_vdd_mv) 0.253
set qor(yosys-stat-cells) 53
set qor(clock_sinks) 6
set qor(finalClockPeriodUsage) 0.749
set qor(post_cts.resized_instances) 0
set qor(ys_types) 13
set qor(synth-seq-cells) 6
set qor(min-delay-path-class) {input port to async pin}
set qor(maxSlewViolCount) 0
set qor(dpl.hpwl_um) 700
set qor(power.density_nw_per_um2) 1020
set qor(drtAntennaViolNets) 0
## cell type report
type	count	area (µm²)
clock buffer	4	26.3
fill	397	2920
inverter	2	7.51
multi-input combinational	44	205
sequential	6	155
tap	46	57.6
timing repair buffer	4	40.0
## logic make-up (layout without fill, tap and decap cells)
group | after synthesis | after routing | synth area share
xor+xnor | 3 | 3 | 0.0534
other cells | 1 | 32 | 0.00763
compound gates | 2 | 2 | 0.0254
flops | 6 | 6 | 0.316
simple gates | 5 | 5 | 0.0433
buf+inv | 34 | 10 | 0.504
fa+ha+maj | 2 | 2 | 0.0509
## per-layer routing
metal | part of all wire | routed length (µm) | global-route usage | vias to the layer above
met1 | 0.45 | 360 | 0.0270 | 107
met3 | 0.13 | 106 | 0.0170 | 0
li1 | - | - | - | 111
met5 | 0 | 0 | 0 | -
met4 | 0 | 0 | 0 | 0
met2 | 0.42 | 332 | 0.0305 | 24
## placed cells by master, fill, tap and decap left out
master,n
clkbuf_1,1
ha_1,2
dfrtp_1,5
o21bai_1,1
o21ai_0,1
inv_1,2
nand4_1,1
nand2_1,3
conb_1,32
xor2_1,1
xnor2_1,2
clkdlybuf4s50_1,4
nor2_1,1
edfxtp_1,1
clkbuf_4,3
## power by group
| part | internal (mW) | switching, mW | leakage, nW | total [mW] |
|---|---|---|---|---|
| Clock | 0.0797 | 0.0491 | 0.0150 | 0.129 |
| Sequential | 0.192 | 0.0475 | 0.0673 | 0.239 |
| Combinational | 0.0798 | 0.0537 | 0.165 | 0.133 |
| Total | 0.351 | 0.150 | 0.247 | 0.502 |
## worst paths after layout
check,startpoint,to,slack [ns],cells past startpoint
hold reg to reg,start,start,0.47,1
max in group asynchronous,rst,count[0],1.31,1
hold / removal,rst,count[3],0.37,1
setup / recovery,start,start,0.48,1
min in group clk0,start,start,0.47,1
setup reg to reg,count[0],valid,0.89,4
## state kept, by name, indices dropped and copies added, names as in the netlist
signal  count
count       4
valid       1
start       1
## cell usage after synthesis
cell / count / area (µm²)
conb_1: 1 / 3.75
nand2_1: 3 / 11.3
xnor2_1: 2 / 17.5
dfrtp_1: 5 / 125
ha_1: 2 / 25.0
xor2_1: 1 / 8.76
buf_4: 32 / 240
nand4_1: 1 / 6.26
inv_1: 2 / 7.51
o21bai_1: 1 / 7.51
nor2_1: 1 / 3.75
edfxtp_1: 1 / 30.0
o21ai_0: 1 / 5.00
## metrics by stage
step / setup WS, ns / hold WS (ns) / instances / cell area (µm²) / utilization
after floorplan: 0.939 / 0.0844 / 84 / 608 / -
after global placement: 0.542 / 0.464 / 102 / 465 / 0.136
after detailed placement: 0.542 / 0.463 / 102 / 465 / 0.136
after CTS: 0.453 / 0.370 / 106 / 492 / 0.144
after global routing: 0.439 / 0.377 / 106 / 492 / 0.144
final: 0.476 / 0.370 / 106 / 492 / 0.144
Power figures rest on the tool's default switching activity, not on a simulated workload.
