==> /design/flow/design.v <==
`timescale 1ns / 1ps
module full_adder(x, y, cin, s, cout);
input x, y, cin;
output s, cout;
wire s1, c1, c2;
half_adder ha_1(x, y, s1, c1);
half_adder ha_2(cin, s1, s, c2);
or (cout, c1, c2);
endmodule
`timescale 1ns / 1ps
module full_adder_16bit(x, y, c_in, sum, c_out);
input [15:0] x, y;
input c_in;
output [15:0] sum;
output c_out;
wire c1, c2, c3;
full_adder_4bit FA16_1(x[3:0], y[3:0], c_in, sum[3:0], c1);
full_adder_4bit FA16_2(x[7:4], y[7:4], c1, sum[7:4], c2);
full_adder_4bit FA16_3(x[11:8], y[11:8], c2, sum[11:8], c3);
full_adder_4bit FA16_4(x[15:12], y[15:12], c3, sum[15:12], c_out);
endmodule
`timescale 1ns / 1ps
module full_adder_32bit(x, y, c_in, sum, c_out);
input [31:0] x, y;
input c_in;
output [31:0] sum;
output c_out;
wire c;
full_adder_16bit FA32_1(x[15:0], y[15:0], c_in, sum[15:0], c);
full_adder_16bit FA32_2(x[31:16], y[31:16], c, sum[31:16], c_out);
endmodule
`timescale 1ns / 1ps
module full_adder_4bit(x, y, c_in, sum, c_out);
input [3:0] x, y;
input c_in;
output [3:0] sum;
output c_out;
wire c1, c2, c3;
full_adder FA1(x[0], y[0], c_in, sum[0], c1);
full_adder FA2(x[1], y[1], c1, sum[1], c2);
full_adder FA3(x[2], y[2], c2, sum[2], c3);
full_adder FA4(x[3], y[3], c3, sum[3], c_out);
endmodule
`timescale 1ns / 1ps
module half_adder(x, y, s, c);
input x, y;
output s, c;
xor (s, x, y);
and (c, x, y);
endmodule
==> /design/flow/run.sh <==
#!/bin/bash
# OpenROAD 26Q1-2900-gdf79404cd8, Yosys 0.63+post, stock flow scripts
make -C /OpenROAD-flow-scripts/flow DESIGN_CONFIG=/design/flow/config.mk WORK_HOME=/design/flow/orfs finish
==> /design/flow/config.mk <==
export PLATFORM = sky130hd
export DESIGN_NAME = full_adder_32bit
export DESIGN_NICKNAME = full_adder_32bit
export VERILOG_FILES = /design/flow/design.v
export SDC_FILE = /design/flow/constraint.sdc
export NUM_CORES = 4
export LEC_CHECK = 1
export CORE_AREA = 10 10 83 83
export DIE_AREA = 0 0 93 93
==> /design/flow/constraint.sdc <==
current_design full_adder_32bit

set clk_period 31.2
set clk_io_pct 0.2

create_clock -name clk0 -period $clk_period

set non_clock_inputs [all_inputs -no_clocks]
set_input_delay [expr $clk_period * $clk_io_pct] -clock clk0 $non_clock_inputs
set_output_delay [expr $clk_period * $clk_io_pct] -clock clk0 [all_outputs]
==> results.toml <==
# implementation run metrics
[outcome]
outcome = "finished, final reports clean"

[flow_run]
cap_violations = 0
warning_count = 32

[routing]
drt_iter0_drc = 1
vias = 734
n_antenna_cell = 0
vias_per_cell = 3.53
wl_mm = 3.29
wire_per_inst_um = 15.8
firstDrtPassIters = 2
postRouteAntennaNets = 0
drc_errors = 0

[cells_and_area]
seqCellArea_um2 = 0
syn2layout_area_growth_pct = 90.9
design_area_um2 = 1740
nClkBuffers = 0
seq_cells = 0
drive_gt1_share_pct = 0
fillCellCount = 534

[placement]
dpl.hpwl_mm = 3.24
postPlaceCellArea_um2 = 1740
place.gp.congestion = 0.908
portBuffers = 98

[logic_synthesis]
ys_cells = 72
synthDistinctLibCells = 3
postSynthAreaPerCell_um2 = 12.7
yosys_warnings = 0
syn_area_um2 = 911
ys_area_um2 = 911
postSynthCellCount = 72
synth_seq_share_pct = 0

[worst_setup_path]
criticalPathCategory = "input pin to output pin"
end_kind = "output pin"
max_stage_delay_ns = 0.48
cp.required_ns = 24.96
slowest_stage = "clkdlybuf4s50_1"
startpoint = "y[0]"
cp_common_cell = "fa_1"
endpoint = "sum[31]"
arrival_ns = 19.80
cp-start-kind = "input pin"
crit_fanout = 1

[power]
leakagePower_nw = 0.660
power.density_nw_per_um2 = 20.2
vdd_drop_max_mv = 0.00705
p_total_w = 0.0000352

[timing]
worst_slew_pin_slew_ns = 0.121
fin_tns_setup_ns = 0
grt_setup_unrepaired = "no"
finalMaxSlewViolations = 0
setup_viol = 0
max_freq_mhz = 38.4
fin_crit_sh_pct = 83.4
finalCriticalPeriod_ns = 26.04
relSlewSlack_pct = 91.9
hold_viol_final = 0

[cts]
post-cts-setup-buffer-count = 0
ctsHoldBuffers = 0
post_cts_resized = 0

[min_path]
worstHoldPathType = "input pin to output pin"

[die]
fp_util_pct = 17.7
ioPinCount = 98
rows = 26
coreArea_um2 = 5140
dieArea_um2 = 8650
die_w_um = 93
die_y_um = 93

[global_route]
track_usage_pct = 7.40
grt_pass1_vias = 972
grt_pass1_wl_mm = 4.93
antenna_found_initial = 0
grt_max_degree = 2
gr-total-overflow = 0
==> kinds of logic (layout without fill, tap and decap cells) <==
logic type,Yosys count,after routing,share of synthesized area [%]
buffers and inverters,40,106,29.7
adders and majority gates,32,32,70.3
==> synthesized netlist by cell type <==
cell type	instances	area [µm²]
fa_1	32	641
inv_1	8	30.0
buf_4	32	240
==> power breakdown <==
part           switching (W)  internal [W]
clock                      0             0
combinational     0.00000956     0.0000257
sequential                 0             0
==> how the worst min path moves through the flow <==
stage	end	cells past startpoint	slack (ns)	from
4_1_cts	sum[31]	5	13.55	x[31]
5_1_grt	c_out	5	13.58	y[31]
6_report	c_out	5	13.54	x[31]
==> layout by cell type (no fill, tap or decap) <==
cell type,n
fa_1,32
inv_1,8
clkdlybuf4s50_1,98
==> per-stage QoR <==
step | hold WS [ns] | instances | setup WS (ns) | util [%]
3_3_place_gp | 13.55 | 208 | 5.21 | 33.8
2_1_floorplan | 12.69 | 72 | 6.55 | -
4_1_cts | 13.55 | 208 | 5.11 | 33.8
6_report | 13.54 | 208 | 5.16 | 33.8
3_5_place_dp | 13.54 | 208 | 5.12 | 33.8
5_1_grt | 13.58 | 208 | 4.68 | 33.8
==> layout make-up <==
type	instances	area, µm²	area share, %
timing repair buffer	98	981	56.4
multi-input combinational	32	641	36.8
tap	70	87.6	5.04
inverter	8	30.0	1.73
==> metal layers <==
metal  track usage, %  vias to the layer above  wire length, µm
met4                0                        0                0
met5                0                        -                0
met2             9.58                      106             1050
met3             8.48                        0              968
met1             8.41                      320             1280
li1                 -                      308                -
==> worst max-delay path: cells and delay by family <==
kind                       cells  cell delay (ns)
buffers and inverters          4             1.05
adders and majority gates     32            12.53
Power and IR drop assume default switching activity.
